[./run.sh]
#!/bin/bash
# OpenROAD 26Q1-2900-gdf79404cd8, Yosys 0.63+post, stock flow scripts
make -C /OpenROAD-flow-scripts/flow DESIGN_CONFIG=/design/flow/config.mk WORK_HOME=/design/flow/orfs finish
[./config.mk]
export PLATFORM = sky130hd
export DESIGN_NAME = Mux21_32bit
export DESIGN_NICKNAME = Mux21_32bit
export VERILOG_FILES = /design/flow/design.v
export SDC_FILE = /design/flow/constraint.sdc
export NUM_CORES = 4
export LEC_CHECK = 1
export CORE_AREA = 10 10 70 70
export DIE_AREA = 0 0 80 80
[./constraint.sdc]
current_design Mux21_32bit

set clk_period 1.0
set clk_io_pct 0.2

create_clock -name clk0 -period $clk_period

set non_clock_inputs [all_inputs -no_clocks]
set_input_delay [expr $clk_period * $clk_io_pct] -clock clk0 $non_clock_inputs
set_output_delay [expr $clk_period * $clk_io_pct] -clock clk0 [all_outputs]
[./design.v]
`timescale 1ns/100ps
module Mux21_32bit(sel, a, b, out);
  input sel;
  input [31:0] a, b;
  output [31:0] out;
  assign out = (sel == 0) ? a : b;
endmodule
==> flow_summary.yaml <==
# synthesis and place-and-route metrics
outcome:
  status: "finished, violations left"
  failed_checks: "negative setup slack"
final_layout:
  n_clock_buffer: 0
  final_util: 0.497
  final_layout_size_suffix_gt1_frac: 0.562
  syn2layout_area_growth_pct: 212
  seqCellArea_um2: 0
  fillers: 327
  seq_cells: 0
setup_path:
  cpMostUsedCell: "buf_12"
  cp_top_family: "buffers and inverters"
  required_ns: 0.80
  cpMaxStageDelayCell: "mux2_4"
  crit_fanout: 7
  crit_arrival_ns: 0.98
  crit_buf_inv: 4
  path_class: "in2out"
  end_kind: "primary output"
  start_kind: "input port"
  path_cells: "buf_12 -> buf_12 -> buf_8 -> mux2_4 -> buf_6"
  max_stage_delay_ns: 0.30
synth:
  area_leaders: "mux2_4 (83%), buf_12 (11%), mux2_2 (4.1%)"
  ys_cells: 36
  synthesis.area_um2: 544
  largest_area_cell: "mux2_4"
  synth.avg_cell_area_um2: 15.1
  ys_seq_frac: 0
  top_cell_area_share: 0.828
  most_common_cell: "mux2_4"
  synth_cell_types: 4
  ys_warn_count: 0
  synthTopCellsByCount: "mux2_4 (30), buf_12 (3), mux2_2 (2), buf_6 (1)"
  yosys_area_um2: 544
  syn-instance-count: 36
sta:
  slew_viol_final: 0
  layout_setup_ws_ns: -0.175
  rsz0062_at_grt: "yes"
  tightest_slew_ns: 0.0611
  finalHoldViolCount: 0
  finalCritPeriodShare: 1.18
  fmax_mhz: 851
  period_needed_ns: 1.18
  relSlewSlack: 0.959
  setup_viol: 32
global_route:
  groute.usage.overall: 0.0787
  grt_pass1_vias: 824
  grt_overflow: 0
  grt_antenna_before_repair: 0
  grt_pass1_wl_mm: 4.15
  grt_max_degree: 8
route:
  drt-pass1-iter-count: 2
  num_vias: 730
  drc: 0
  wire_per_inst_um: 14.8
  drt_iter0_markers: 4
  antennaDiodeCount: 0
  via_per_inst: 3.80
  totalWireLength_mm: 2.85
  drtAntennaViolNets: 0
run:
  drv_cap: 0
  warnings: 34
floorplanning:
  io_pins: 97
  die_y_um: 80
  rows: 21
  die_area_um2: 6400
  fp_util: 0.159
  core_area_um2: 3420
  dieWidth_um: 80
placed_design:
  port_buffers: 97
  dp_hpwl_mm: 2.40
  gp_routability_congestion: 0.760
worst_hold_path:
  hp-start: "a[24]"
  hold_end: "out[24]"
  min-delay-path-class: "in2out"
  hold_depth: 3
pwr:
  p_total_uw: 660
  ir_worst_vdd_v: 0.000173
  p_leak_uw: 0.000990
  power_density_nw_per_um2: 389
clock_network:
  hold_buffers: 0
## worst max path at each step
stage | cells after the start | slack (ns) | to | start
4_1_cts | 5 | -0.18 | out[0] | sel
5_1_grt | 5 | -0.19 | out[31] | sel
6_report | 5 | -0.18 | out[31] | sel
## tightest hold or removal path: stages
cell and delay (ns):
dlymetal6s2s_1 0.08, mux2_4 0.13, buf_2 0.08
## power by group
| part | total (µW) | switching, µW | internal, µW |
|---|---|---|---|
| clock | 0 | 0 | 0 |
| sequential | 0 | 0 | 0 |
| combinational | 660 | 141 | 519 |
| total | 660 | 141 | 519 |
## logic make-up (layout without fill, tap and decap cells)
| kind of cell | count (synthesis) | after routing | share of synthesized area |
|---|---|---|---|
| buffers and inverters | 4 | 114 | 0.131 |
| muxes | 32 | 32 | 0.869 |
## cells in the final DEF (no fill, tap or decap), drive strengths merged
cell and instances:
buf 50, dlymetal6s2s 14, dlygate4sd2 40, clkdlybuf4s50 10, mux2 32
## metrics by stage
stage / std cells / area, µm² / setup WS (ns) / hold slack (ns) / setup TNS (ns)
6_report: 192 / 1700 / -0.175 / 0.694 / -5.03
5_1_grt: 192 / 1700 / -0.194 / 0.714 / -5.62
4_1_cts: 192 / 1610 / -0.178 / 0.800 / -5.20
3_5_place_dp: 177 / 1540 / -0.497 / 1.33 / -15.27
3_3_place_gp: 177 / 1540 / -0.492 / 1.33 / -15.25
2_1_floorplan: 36 / 544 / 0.0669 / 0.498 / 0
## routing by layer
layer | vias to the layer above | routed length [µm] | share of wire | GRT usage
li1 | 362 | - | - | -
met1 | 317 | 1140 | 0.40 | 0.0897
met2 | 51 | 1390 | 0.49 | 0.143
met3 | 0 | 313 | 0.11 | 0.0307
met4 | 0 | 0 | 0 | 0
met5 | - | 0 | 0 | 0
## cell type report
cell class / instances / area, µm² / area share
tap: 46 / 57.6 / 0.0339
multi-input combinational: 32 / 480 / 0.283
timing repair buffer: 114 / 1160 / 0.683
## what timing repair did
action / 4_1_cts / 5_1_grt
cloned: 1 / 0
buffers inserted: 14 / 0
gates resized: 170 / 23
setup endpoints to repair: 32 / 32
Power figures rest on the tool's default switching activity, not on a simulated workload.

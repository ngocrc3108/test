==> flow/config.mk <==
export PLATFORM = sky130hd
export DESIGN_NAME = ALU_32bit
export DESIGN_NICKNAME = ALU_32bit
export VERILOG_FILES = /design/flow/design.v
export SDC_FILE = /design/flow/constraint.sdc
export NUM_CORES = 4
export LEC_CHECK = 1
export CORE_UTILIZATION = 40
==> flow/constraint.sdc <==
current_design ALU_32bit

set clk_period 21.8
set clk_io_pct 0.2

create_clock -name clk0 -period $clk_period

set non_clock_inputs [all_inputs -no_clocks]
set_input_delay [expr $clk_period * $clk_io_pct] -clock clk0 $non_clock_inputs
set_output_delay [expr $clk_period * $clk_io_pct] -clock clk0 [all_outputs]
==> flow/run.sh <==
#!/bin/bash
# OpenROAD 26Q1-2900-gdf79404cd8, Yosys 0.63+post, stock flow scripts
make -C /OpenROAD-flow-scripts/flow DESIGN_CONFIG=/design/flow/config.mk WORK_HOME=/design/flow/orfs finish
==> flow/design.v <==
`timescale 1ns/100ps
module ALU_32bit(op, a, b, is0, result);
  input [3:0] op;
  input [31:0] a, b;
  output is0;
  output reg [31:0] result;
  always @(*) begin
    case(op)
      4'b0000 : result = ~a;
		  4'b0001 : result = a & b;
		  4'b0010 : result = a ^ b;
		  4'b0011 : result = a | b;
		  4'b0100 : result = a - 32'b1;
		  4'b0101 : result = a + b;
		  4'b0110 : result = a - b;
		  4'b0111 : result = a + 32'b1;
		  default : result = 32'bx;
    endcase
  end
  assign is0 = (result == 32'b0) ? 1 : 0;
endmodule
==> results.yml <==
# flow metrics
critical_path:
  critPathMaxFanout: 8
  max_stage_delay_ps: 520
  critPathMostFrequentCell: "nand2_1"
  path_class: "input port to primary output"
  cp-end-kind: "primary output"
  start_kind: "input port"
  cp_data_required_time_ps: 17440
  crit_arrival_ps: 10700
  slowest_stage: "or3_1"
timing:
  fin_crit_ps: 15060
  setup_tns_ps: 0
  rsz0062_at_grt: "no"
  slew_viol_final: 0
  hold_viol_final: 0
  relSlewSlack: 0.540
  timing.fmax_mhz: 66.4
  fin_crit_sh: 0.691
  finalSetupViolations: 0
  worst_pin_slew_ps: 687
power_and_ir_drop:
  finalPower_uw: 145
  vdd_drop_max_mv: 0.00980
  comb_power_share: 1.000
  power.switching_uw: 79.7
  power_density_nw_per_um2: 23.0
  clock_power_share: 0
  seqPwrFrac: 0
  internal-power_uw: 65.2
  switching_share: 0.550
  p_leak_uw: 0.00270
synth:
  ys_area_um2: 5140
  synth.distinct_cells: 63
  ys_top_cells_by_area: "ha_1, a21oi_1, o21ai_0"
  ys_cells: 807
  yosys_warnings: 1
  syn-instance-count: 807
  top_area_cell: "ha_1"
  yosys.area.top_type_share: 0.248
  syn_area_um2: 5140
  syn_avg_cell_area_um2: 6.37
  synth_seq_share: 0
routing:
  drt_wl_total_mm: 18.0
  n_antenna_cell: 0
  drt-initial-drc-count: 376
  viasPerCell: 5.81
  vias: 6123
  wire_per_inst_um: 17.1
  drc: 0
  drtAntennaViolNets: 0
  dr.pass1.iters: 5
floorplanning:
  fp.coreArea_um2: 12600
  die_area_um2: 13300
  rows: 41
  core_util_floorplan: 0.409
  fp.dieH_um: 115
  chipWidth_um: 115
  io_pins: 101
clock_network:
  cts_setup_buffers: 0
  cts.repair.resized: 0
  cts_hold_buf: 0
final_layout:
  design.seq.count: 0
  syn2layout_area_growth_pct: 22.4
  fin_util: 0.501
  clock_buffers: 0
  layout_top_cells: "ha_1, clkdlybuf4s50_1, nand2_1, a21oi_1, o21ai_0"
  layout_top_cell: "ha_1"
  drive_gt1_frac: 0.0306
  regArea_um2: 0
global_routing:
  grt_pass1_wl_mm: 29.4
  track_usage: 0.281
  grt_pass1_vias: 5776
  grt_max_degree: 58
  antenna_found_initial: 0
  grt_overflow: 0
job:
  tool_warnings: 70
  maxCapViolations: 0
placement:
  place_congestion: 1.04
  io_buffers: 101
  place_hpwl_mm: 14.1
worst_hold_path:
  hp-class: "input port to primary output"
outcome:
  run_status: "complete, no violations"
==> power groups by stage <==
stage | Combinational (uW) | Clock (uW) | Sequential, uW
5_1_grt | 161 | 0 | 0
4_1_cts | 144 | 0 | 0
6_report | 145 | 0 | 0
==> critical path: cells and delay by family <==
family / cells / cell delay [ps]
AOI/OAI and AO/OA: 3 / 630
adders and majority gates: 2 / 600
buffers and inverters: 3 / 1060
and+or+nand+nor: 17 / 3900
xor gates and xnor gates: 1 / 140
==> synth_stat cells (3+ instances only) <==
cell type and number:
o211ai_1 14, a211oi_1 6, inv_1 76, clkbuf_1 27
buf_4 3, o21ai_0 87, nor2b_1 7, o2111ai_1 4
ha_1 102, nand4_1 8, a32oi_1 4, a21oi_1 90
o21a_1 6, a211o_1 4, or4_1 5, nor2_1 52
a22oi_1 14, a31oi_1 3, o31ai_1 7, nor3_1 15
nand2_1 96, nor3b_1 5, and3_1 8, mux2i_1 5
xnor2_1 31, o221ai_1 11, xor2_1 12, o22ai_1 5
a21o_1 9, nand3_1 19, nand2b_1 15, or3_1 9
buf_1 5, nor4_1 7
==> layout make-up <==
cell class                      count  area, um2
Inverter                           78        293
Multi-Input combinational cell    691       4700
Tap cell                          172        215
Fill cell                        1274       6270
Timing Repair Buffer              113       1090
==> layer usage <==
layer | vias up | global-route usage | wire length [um]
li1 | 3050 | - | -
met1 | 2823 | 0.395 | 8260
met2 | 219 | 0.465 | 8170
met3 | 31 | 0.0150 | 1090
met4 | 0 | 0.0762 | 481
met5 | - | 0 | 0
==> per-stage QoR <==
stage               setup slack (ps)  cells  instance area [um2]  hold WS [ps]
floorplan                       8400    807                 5140          8750
global placement                6950   1054                 6290          9780
detailed placement              6780   1054                 6290          9790
CTS                             6760   1054                 6290          9780
global route                    6130   1054                 6290          9810
finish                          6740   1054                 6290          9780
==> kinds of logic after synthesis <==
kind of cell,share of synthesized area
simple gates,0.235
fa+ha+maj,0.252
compound gates,0.342
xor+xnor,0.0732
mux,0.00973
buf+inv,0.0888
==> final timing paths <==
path	depth (start not counted)	start	to
min	3	a[2]	result[2]
max	26	b[1]	is0
Power is estimated from default activity; no workload was simulated.
